<file path="/design/flow/constraint.sdc">
current_design LCD12864

set clk_period 2.0
set clk_io_pct 0.2

create_clock -name clk0 -period $clk_period [get_ports {clk}]

set non_clock_inputs [all_inputs -no_clocks]
set_input_delay [expr $clk_period * $clk_io_pct] -clock clk0 $non_clock_inputs
set_output_delay [expr $clk_period * $clk_io_pct] -clock clk0 [all_outputs]
</file>
<file path="/design/flow/design.v">
	module LCD12864 (clk, rs, rw, en, dat, address_out, data_in);  
 input clk;  
 output rs,rw,en;
 output [7:0] dat;  
 output reg [9:0] address_out;  
 input [7:0] data_in;       
 reg [7:0] dat; 
 reg rs;   
 reg [5:0] current, next = 6'h0;  
 wire clk_display; 
 reg [3:0] x;  
 reg [5:0] y;  
 wire [7:0] y_out;
 wire [7:0] x_out;
 parameter  set0=6'h0; 
 parameter  set1=6'h1; 
 parameter  set2=6'h2; 
 parameter  set3=6'h3; 
 parameter  nul=6'h3F;  
 localparam line0=8'h80;
 localparam line1=8'h90;
 localparam line2=8'h88;
 localparam line3=8'h98;
 localparam SET_8BIT_BASIC_INSTR = 8'b00110000;
 localparam SET_DISP_ON_CURSOR_OFF_BLINK_OFF = 8'b00001100;
 localparam SET_CURSOR_POS = 8'b00000110;
 localparam CLEAR = 8'h1;
 localparam STANDBY = 8'b00000000;
 localparam HOME = 8'b00000010;
 parameter y_initial = 8'b10000000;
 parameter x_initial = 8'b10000000;
 parameter SET_MODE_8BIT = 8'b00110000;
 parameter SET_MODE_GRAPHIC = 8'b00110110;
 parameter DISPLAY_ON_CURSOR_OFF_BLINK_OFF = 8'b00001100;
 localparam address_vertical = 7, address_horizontal=8;
 localparam data_address_vertical=6'd9, data_address_horizontal=6'd10, data2=6'd11, data3=6'd12;
 lcd_clock_divider divider(
	.clk(clk),
	.clk_div(clk_display)
 );
 task command;
	input [7:0] data;
	input [5:0] next_state;
	begin
		rs <= 0;
		dat <= data;
		next <= next_state;
	end
 endtask
always @(posedge clk_display) 
begin 
  current<=next; 
  case(next) 
    set0: begin command(SET_MODE_8BIT, set1); y <= 0;   end  
	 set1: begin command(DISPLAY_ON_CURSOR_OFF_BLINK_OFF, set2); end   
	 set2: begin command(SET_MODE_GRAPHIC, set3); end  
	 set3: begin command(SET_MODE_GRAPHIC, data_address_vertical); x <= 0; address_out <= 0; end  
	 data_address_vertical: begin command(y + y_initial, data_address_horizontal); end  
	 data_address_horizontal: begin command(x + x_initial, data2); end  
	 data2: begin
		rs <= 1;
		dat <= data_in;
		address_out <= address_out + 1'b1;
		next <= data3;
	 end
	 data3: begin
		rs <= 1;
		dat <= data_in;
		address_out <= address_out + 1'b1;
		x <= x + 1'b1;
		if (x == 15) begin
			y <= y + 1'b1; 
			x <= 0;  
			next <= data_address_vertical;
		end else begin
			next <= data2;
		end
		if(x == 15 && y == 31) begin  
			y <= 0;
			address_out <= 0;
		end
	 end	 		
   default:   next<=set0; 
    endcase 
 end 
assign en=clk_display; 
assign rw=0; 
endmodule  
module lcd_clock_divider(
	clk,
	clk_div);
input clk;
output reg clk_div;
reg  [9:0] counter; 
always @(posedge clk) begin
	counter <= counter+1'b1; 
	if(counter == 0) begin										
		clk_div <= ~clk_div; 
	end
end
endmodule
</file>
<file path="/design/flow/config.mk">
export PLATFORM = sky130hd
export DESIGN_NAME = LCD12864
export DESIGN_NICKNAME = LCD12864
export VERILOG_FILES = /design/flow/design.v
export SDC_FILE = /design/flow/constraint.sdc
export NUM_CORES = 4
export LEC_CHECK = 1
export CORE_UTILIZATION = 50
</file>
<file path="/design/flow/run.sh">
#!/bin/bash
# OpenROAD 26Q1-2900-gdf79404cd8, Yosys 0.63+post, stock flow scripts
make -C /OpenROAD-flow-scripts/flow DESIGN_CONFIG=/design/flow/config.mk WORK_HOME=/design/flow/orfs finish
</file>
==> flow_metrics.tcl <==
# collected from the flow reports
set metrics [dict create \
    postSynthSeqShare_pct 56.5 \
    path_cells "or4_1 > nor4_1" \
    busiest_layer "met1" \
    mux_share_pct 0.538 \
    vias_per_cell 5.64 \
    path_class "reg2reg" \
    cts-resized-gates 0 \
    drc 0 \
    grt_pass1_wl_um 6710 \
    ios 30 \
    fin_crit_sh_pct 75.4 \
    synth.cellmix.adderShare_pct 2.99 \
    cp_slowest_cell "or4_1" \
    synth.cellmix.compoundShare_pct 8.85 \
    area_growth_pct 17.5 \
    untimed_endpoints 81 \
    gp_congestion 0.858 \
    fin_crit_ns 1.51 \
    unclocked_pins 33 \
    die-width_um 66.7 \
    synth-cells-yosys 192 \
    fill_cells 309 \
    powerDensity_mw_per_mm2 185 \
    htreeDepth 1 \
    setup-tns-final_ns 0 \
    dp_slack_ns 0.575 \
    cp_max_fo 3 \
    initialDrtViolationCount 96 \
    ant_nets 0 \
    critPathLaunchType "register" \
    yosys_warnings 2 \
    stdcell_area_mm2 0.00246 \
    rsz0062_at_grt "false" \
    insertion_delay_ns 0.23 \
    largest_area_cell "edfxtp_1" \
    grt.overflow.total 0 \
    cts_buffer_depth 2 \
    fin_ws_ns 0.492 \
    rows 23 \
    ys_ff 44 \
    antenna_cells 0 \
    post_synth.cell_area_avg_um2 10.9 \
    place_area_mm2 0.00241 \
    antenna_found_initial 0 \
    hpwlAfterDp_um 3050 \
    holdWs_ns 0.484 \
    grt_usage_pct 21.5 \
    synth-area-yosys_mm2 0.00209 \
    crit_required_ns 1.91 \
    grt_max_degree 35 \
    area_leaders "edfxtp_1, dfxtp_1, xnor2_1" \
    routedWlPerCell_um 15.3 \
    core-area_mm2 0.00400 \
    ys_types 39 \
    p_leak_nw 0.885 \
    cap_violations 0 \
    die_y_um 66.7 \
    met1_usage_pct 39.4 \
    ir_drop_mv 0.667 \
    critical_path.max_stage_delay_ns 0.56 \
    chipArea_mm2 0.00445 \
    max_freq_ghz 0.663 \
    grt_pass1_vias 1391 \
    first_pass_iters 4 \
    xor_share_pct 10.0 \
    hold_path.class "reg2reg" \
    grt_util_met3_pct 6.25 \
    area.sequential_mm2 0.00118 \
    run_status "finished, final reports clean" \
    finalHoldViolCount 0 \
    cts_tree "done" \
    post_cts_buffers 0 \
    crit_family "simple AND/OR/NAND/NOR gates" \
    grt.met2_usage_pct 28.8 \
    fin_skew_ns 0.00537 \
    numCtsBuffers 3 \
    logic_family "simple AND/OR/NAND/NOR gates" \
    warnings 27 \
    syn_inst 192 \
    path_buffers 0 \
    port-buffer-count 28 \
    synth_area_mm2 0.00209 \
    tightest_slew_ns 0.837 \
    initCoreUtil_pct 52.3 \
    top_area_share_pct 43.1 \
    drive_gt1_share_pct 4.59 \
    slew_violations 0 \
    cts_root_buf "clkbuf_8" \
    critPathCaptureType "register" \
    ctsHoldBuffers 0 \
    yosys.area_share.simple_pct 18.1 \
    finalWirelength_um 4100 \
    slew_headroom_pct 43.8 \
    crit_arrival_ns 1.42 \
    vias 1512 \
    logic_area_um2 851 \
    path_clk_slew_ns 0.05 \
    finalSetupViolCount 0 \
]
==> worst register-to-register path, stage by stage (launching register included) <==
cell     delay (ns)
dfxtp_1        0.33
or4_1          0.56
nor4_1         0.29
==> flip-flops by register name (all words and copies together), names as in the netlist <==
register	flops
y	6
divider.clk_div	1
next	4
divider.counter	10
address_out	10
dat	8
x	4
rs	1
==> where the power goes <==
group          total, mW  switching, mW  leakage (nW)  internal [mW]
Sequential         0.223              0         0.443          0.223
Combinational     0.0200        0.00466         0.419         0.0154
Clock              0.212         0.0730        0.0228          0.139
==> cells by family after synthesis <==
kind of cell,after synthesis
DFF,44
muxes,1
AOI/OAI and AO/OA,25
adders and majority gates,5
xor gates and xnor gates,24
other,1
and+or+nand+nor,78
buffers and inverters,14
==> worst paths after layout <==
| check | slack (ns) | startpoint | end | cells after the start |
|---|---|---|---|---|
| worst max-delay path | 0.49 | divider.counter[5] | divider.clk_div | 2 |
| worst max register to register | 0.49 | divider.counter[5] | divider.clk_div | 2 |
| worst min register to register | 0.48 | divider.counter[0] | divider.counter[0] | 1 |
| worst min-delay path | 0.48 | divider.counter[0] | divider.counter[0] | 1 |
==> synth_stat cells <==
library cell  number
a21o_1             2
a21oi_1            2
a21oi_4            1
a221oi_1           1
a22oi_1            1
a32oi_1            3
and2_1             1
and3_1             6
and4_1             2
buf_2              3
buf_4              1
clkbuf_1           4
conb_1             1
dfxtp_1           14
edfxtp_1          30
ha_1               5
inv_1              6
mux2_2             1
nand2_1           20
nand2b_1           1
nand3_1           10
nand3_2            1
nand4_1            3
nand4b_1           1
nor2_1            25
nor2b_1            3
nor3_1             2
nor4_1             1
o21a_1             1
o21ai_0            7
o21ai_2            1
o21bai_1           1
o22a_1             2
o2bb2ai_1          2
o31ai_1            1
or4_1              1
or4_4              1
xnor2_1           14
xor2_1            10
==> area by class of cell <==
| type | instances | area share (%) |
|---|---|---|
| Timing Repair Buffer | 30 | 12.0 |
| Inverter | 6 | 0.916 |
| Multi-Input combinational cell | 134 | 34.6 |
| Sequential cell | 44 | 48.1 |
| Clock buffer | 4 | 1.83 |
| Tap cell | 50 | 2.55 |
==> routing by layer <==
metal | up-vias | share of wire [%]
li1 | 731 | -
met3 | 2 | 6.4
met5 | - | 0
met2 | 65 | 43
met1 | 714 | 50
met4 | 0 | 0.15
==> through the flow <==
stage | utilization (%) | cells | total power [mW]
after CTS | 61.4 | 268 | 0.458
after global placement | 60.3 | 264 | 0.248
after detailed placement | 60.3 | 264 | 0.248
after floorplan | - | 192 | 0.231
final | 61.4 | 268 | 0.455
after global routing | 61.4 | 268 | 0.480
==> layout by cell type, fill, tap and decap left out, types with 2 or more instances in the layout <==
cell / Yosys / layout
o22a_1: 2 / 2
ha_1: 5 / 5
o21ai_0: 7 / 7
o2bb2ai_1: 2 / 2
nand4_1: 3 / 3
inv_1: 6 / 6
clkbuf_8: 0 / 3
nand2_1: 20 / 20
xnor2_1: 14 / 14
and4_1: 2 / 2
a32oi_1: 3 / 3
nor3_1: 2 / 2
edfxtp_1: 30 / 30
nor2b_1: 3 / 3
dfxtp_1: 14 / 14
clkdlybuf4s50_1: 0 / 28
a21o_1: 2 / 2
xor2_1: 10 / 10
nor2_1: 25 / 25
nand3_1: 10 / 10
buf_4: 1 / 2
and3_1: 6 / 6
a21oi_1: 2 / 2
No activity file was given, so power comes from the tool's default toggle rates.
