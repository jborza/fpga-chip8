### flow/constraint.sdc
current_design hvsync_generator

set clk_period 2.6
set clk_io_pct 0.2

create_clock -name clk0 -period $clk_period [get_ports {clk}]

set non_clock_inputs [all_inputs -no_clocks]
set_input_delay [expr $clk_period * $clk_io_pct] -clock clk0 $non_clock_inputs
set_output_delay [expr $clk_period * $clk_io_pct] -clock clk0 [all_outputs]
### flow/design.v
module hvsync_generator(
    input clk,
	 input reset,
    output vga_h_sync,
    output vga_v_sync,
    output reg in_display_area,
    output reg [9:0] counter_x,
    output reg [9:0] counter_y,
	 output reg [5:0] counter_x_10,  
	 output reg [5:0] counter_y_10  
  );
	 reg [3:0] pixel_scaler_x = 0;
	 reg [3:0] pixel_scaler_y = 0;
    reg vga_HS, vga_VS;
    localparam H_DISPLAY = 640;
    localparam H_LEFT_BORDER = 48;
    localparam H_RIGHT_BORDER = 16;
    localparam H_RETRACE = 96;
    localparam V_DISPLAY = 480;
    localparam V_TOP_BORDER = 10;
    localparam V_BOTTOM_BORDER = 33;
    localparam V_RETRACE = 2;
    wire counter_x_maxed = (counter_x == H_DISPLAY + H_LEFT_BORDER + H_RETRACE + H_RIGHT_BORDER);  
    wire counter_y_maxed = (counter_y == V_DISPLAY + V_TOP_BORDER + V_RETRACE + V_BOTTOM_BORDER);  
    always @(posedge clk) begin
		 if (counter_x_maxed || reset) begin
			  counter_x <= 0;
			  counter_x_10 <= 0;
			  pixel_scaler_x <= 0;
		 end else begin
			  counter_x <= counter_x + 1;
			  if(pixel_scaler_x == 4'd9) begin  
					counter_x_10 <= counter_x_10 + 1;
					pixel_scaler_x <= 0;
			  end else
					pixel_scaler_x <= pixel_scaler_x + 1;			  
		end
	 end
    always @(posedge clk) begin
        if (counter_x_maxed || reset)
        begin
			  if(counter_y_maxed || reset)
			  begin
					counter_y <= 0;
					counter_y_10 <= 0;
					pixel_scaler_y <= 0;
			  end else begin
					counter_y <= counter_y + 1;
					if(pixel_scaler_y == 4'd9) begin  
						counter_y_10 <= counter_y_10 + 1;
						pixel_scaler_y <= 0;
					end else
						pixel_scaler_y <= pixel_scaler_y + 1;					
			  end
        end
    end
    always @(posedge clk)
    begin
        vga_HS <= (counter_x > (H_DISPLAY + H_RIGHT_BORDER) && (counter_x < (H_DISPLAY + H_RIGHT_BORDER + H_RETRACE)));    
        vga_VS <= (counter_y > (V_DISPLAY + V_TOP_BORDER) && (counter_y < (V_DISPLAY + V_TOP_BORDER + V_RETRACE)));    
    end
    always @(posedge clk)
    begin
        in_display_area <= (counter_x < H_DISPLAY) && (counter_y < V_DISPLAY);
    end
    assign vga_h_sync = ~vga_HS;
    assign vga_v_sync = ~vga_VS;
endmodule
### flow/config.mk
export PLATFORM = sky130hd
export DESIGN_NAME = hvsync_generator
export DESIGN_NICKNAME = hvsync_generator
export VERILOG_FILES = /design/flow/design.v
export SDC_FILE = /design/flow/constraint.sdc
export NUM_CORES = 4
export LEC_CHECK = 1
export CORE_UTILIZATION = 40
### flow/run.sh
#!/bin/bash
# OpenROAD 26Q1-2900-gdf79404cd8, Yosys 0.63+post, stock flow scripts
make -C /OpenROAD-flow-scripts/flow DESIGN_CONFIG=/design/flow/config.mk WORK_HOME=/design/flow/orfs finish
==> changes_impl.md <==
## Implementation

* DP Cell Count at 305
* HP Start: counter_x_10[5]
* Critical path cell sequence: inv_1 -> ha_1 -> nor3b_1 -> a41o_1 -> o21a_1
* Leak Pwr at 0.000968 uW
* Post-route ant nets at 0
* DRT Pass-1 Iters at 4
* Ant. Diodes at 0
* Via density per instance at 5.05
* Post-synthesis cell count at 204
* CTS tree: yes
* Synth Seq Share at 51.3%
* Max cap viols at 0
* Clk buf depth at 2
* Setup_tns at 0 ns
* Buf+Inv Stages, Crit Path at 1
* Worst slew pin tran at 0.388 ns
* Clk latency of the worst-skew pair at 0.29 ns
* Top Metal Used: met4
* DP Worst Slack at 0.505 ns
* P&R area growth vs syn at 26.3%
* Crit-path max FO at 9
* Run status: completed
* Fin. Hold Viols at 0
* Clock Skew at 0.00784 ns
* Dominant cell area share at 29.1%
* Critical path type: reg -> reg
* Wire length on met3 at 155 um
* Met1 WL at 1860 um
* Ys flop type: dfxtp_1
* # hold bufs at CTS at 0
* RR Endpoint: counter_y_10[5]
* CTS Root Buffer Type: clkbuf_8
* Reg2reg start: counter_x[0]
* RSZ-0062 raised after global routing: false
* Non-filler cells, final at 313
* Delay-heaviest family, CP: AND-OR/OR-AND gates
* Die H at 73.9 um
* Max-slew violations at 0
* DIE AREA at 0.00546 mm2
* Slew headroom at 74.1%
* Iter 0 DRT Violations at 59
* Slowest cell on crit path: a41o_1
* Tool warnings at 30
* Wirelength, routed at 3690 um
* Final worst path period need at 1.98 ns
* Resized Gates After CTS at 0
* Vias in the first global route at 1366
* Final worst slack at 0.620 ns
* Share of post-route cells with drive strength above 1 at 7.32%
* CP arrival at 1.95 ns
* Clock sink count at 43
* Ys cells at 204
* Post-synthesis cell area at 0.00207 mm2
* Num CTS Buffers at 5
* GRT Util Overall at 15.2%
* Syn avg cell area at 10.1 um2
* Post-CTS setup buffers at 0
* Synth area leader: edfxtp_1
* Commonest cells in the synthesized netlist: dfxtp_1 (23), nor2_1 (23), edfxtp_1 (20)
* Row cnt at 25
* Max Freq at 0.505 GHz
* Crit path DRT at 2.57 ns
* Fill cell count at 448
* Largest net degree at the start of global routing at 19
* Number of enable flip-flop cells at 20
* Metal2 WL at 1600 um
* First-pass GRT wire length at 6260 um
* Worst reg2reg setup slack at 0.62 ns
* Hold Crit Class: reg -> reg
* Final hold slack at 0.486 ns
* IO buf count at 36
* Register area at 0.00106 mm2
* Io pins at 37
* Clock Pin Slew Worst Setup and Hold Paths at 0.08 ns
* GPL Wtd Cong at 0.739
* Hpwl dp at 2660 um
* Initial antenna violation count at 0
* Worst setup EP type: flop
* Util after Layout at 53.9%
* Cell Type Count at 35
* Flops after synth at 43
* Synthesis area per yosys at 0.00207 mm2
* Vias at 1580
* Cells on worst reg2reg path at 5
* Setup Viol. Count Final at 0
* Max incr delay on CP at 0.47 ns
* Routed length per placed instance at 11.8 um
* Die width at 73.9 um
* Biggest area cells: edfxtp_1 (29%), dfxtp_1 (22%), ha_1 (6.7%)
* Peak VDD IR at 0.334 mV
* Synth async-reset ratio at 0%
* Hold Path Cell Cnt at 2
* Core ar. at 0.00485 mm2
* Worst setup SP type: flop
* Synth Warn # at 1
* PwrDens at 520 mW/mm2
* Hold EP: counter_x_10[5]
* Fp util at 42.6%
* Final period util at 76.1%
* GR Overflow Total at 0
* H-Tree Level Count at 2
* Number of remaining DRC errors at 0
* Logic area at 928 um2
-- worst reg2reg max path, cell delays in order (launching register included) --
cell and delay, ns:
dfxtp_1 0.36, inv_1 0.07, ha_1 0.13, nor3b_1 0.29
a41o_1 0.47, o21a_1 0.34
-- report_power, final --
group | leakage (uW) | internal, uW | switching [uW]
registers | 0.000388 | 742 | 36.9
clock network | 0.0000548 | 242 | 218
logic | 0.000526 | 69.8 | 50.0
-- worst max-delay path by stage --
stage	endpoint	from	slack, ns	cells after the start
final	counter_y_10[5]	counter_x[0]	0.62	5
after global routing	counter_y_10[0]	counter_x[0]	0.48	5
after CTS	counter_y_10[4]	counter_x[0]	0.62	5
-- final cells by class --
cell class,instances,area share [%]
clock buffers,7,3.69
clock inverters,1,0.240
inverters,14,2.01
multi-input cells,142,35.6
flip-flops and latches,43,40.6
well taps,67,3.21
repair buffers,39,14.7
-- per-stage QoR --
step	instance area (um2)	total power, uW
4_1_cts	2610	1380
3_5_place_dp	2510	917
2_1_floorplan	2070	855
3_3_place_gp	2510	917
6_report	2610	1360
5_1_grt	2610	1430
-- kinds of logic (layout without fill, tap and decap cells) --
family / count (synthesis) / after routing / share of synthesized area, %
buffers and inverters: 19 / 61 / 3.75
and+or+nand+nor: 79 / 79 / 21.4
AOI/OAI and AO/OA: 37 / 37 / 10.4
DFF: 43 / 43 / 51.3
adders and majority gates: 11 / 11 / 6.66
xor gates and xnor gates: 13 / 13 / 5.51
muxes: 2 / 2 / 0.969
-- cells in the final DEF, fill, tap and decap left out, drive strengths merged --
cell type and instances:
edfxtp 20, o21a 1, clkbuf 7, dfxtp 23, a21oi 16, or4b 1, and3b 1, a41o 2
nand3 12, xor2 8, clkdlybuf4s50 36, or3 10, nand4 4, o31ai 4, a21boi 1, mux2i 2
nand3b 1, buf 3, o21ai 13, inv 15, nor3b 1, nand4b 1, or4 4, nor4b 1
nor3 7, nor4 1, and4b 2, ha 11, xnor2 5, nand2 9, nor2 23, or3b 1
-- per-layer routing --
layer  GRT usage, %  vias up
li1               -      815
met1           24.5      721
met2           22.4       36
met3           3.05        8
met4           2.56        0
met5              0        -
-- state kept, by name, indices dropped and copies added, names as in the netlist --
signal / cells
pixel_scaler_y: 4
pixel_scaler_x: 4
counter_x_10: 6
vga_VS: 1
in_display_area: 1
counter_y: 10
vga_HS: 1
counter_y_10: 6
counter_x: 10
No activity file was given, so power comes from the tool's default toggle rates.
