## ./design.v

```verilog
module register_file(
	input wire clk,
	input wire reset,
	input wire write_enable,
	input wire [3:0] select_input,
	input wire [7:0] input_data,
	input wire [3:0] select_output1,
	output wire [7:0] output1_data);
reg [7:0] regs[15:0];  
integer i; 
initial begin
	for (i = 0; i < 16; i = i + 1) begin
			regs[i] = 8'h0;
	end
end
assign output1_data = regs[select_output1];
always @(posedge clk)
begin
	if(reset) begin
		for (i = 0; i < 16; i = i + 1) begin
			regs[i] = 8'h0;
		end
	end else begin
		if(write_enable) begin
			regs[select_input] <= input_data;
		end
	end
end
endmodule
```

## ./run.sh

```bash
#!/bin/bash
# OpenROAD 26Q1-2900-gdf79404cd8, Yosys 0.63+post, stock flow scripts
make -C /OpenROAD-flow-scripts/flow DESIGN_CONFIG=/design/flow/config.mk WORK_HOME=/design/flow/orfs finish
```

## ./config.mk

```make
export PLATFORM = sky130hd
export DESIGN_NAME = register_file
export DESIGN_NICKNAME = register_file
export VERILOG_FILES = /design/flow/design.v
export SDC_FILE = /design/flow/constraint.sdc
export NUM_CORES = 4
export LEC_CHECK = 1
export CORE_UTILIZATION = 50
```

## ./constraint.sdc

```tcl
current_design register_file

set clk_period 5.7
set clk_io_pct 0.2

create_clock -name clk0 -period $clk_period [get_ports {clk}]

set non_clock_inputs [all_inputs -no_clocks]
set_input_delay [expr $clk_period * $clk_io_pct] -clock clk0 $non_clock_inputs
set_output_delay [expr $clk_period * $clk_io_pct] -clock clk0 [all_outputs]
```

==> run_results.csv <==
group,metric,value,unit
pwr,p_sw,461,uW
pwr,clkPwrFrac,42.6,%
setup_path,slowest_stage,"buf_2",
layout,reg_top3,"regs x128",
synth,synth_cells,375,
global_route,antenna_found_initial,0,
layout,largest_register_ffs,128,
synth,ys.flop_type,"edfxtp_1",
pwr,combinationalPowerShare,7.3,%
route,drtIter0Drc,118,
outcome,status,"complete, no violations",
setup_path,crit_chain,"buf_2 -> buf_4 -> mux4_2 -> a22oi_1 -> nand2_1 -> clkdlybuf4s50_1",
synth,ys.warnings.count,1,
die,fp_util,51.3,%
die,rows,39,
route,via_per_inst,5.61,
clock_tree,cts_tree,"yes",
die,io-pin-count,27,
route,drtAntennaViolNets,0,
clock_tree,cts_resized,0,
sta,min_period,4470,ps
sta,relSlewSlack,36.6,%
clock_tree,path_clk_slew,50,ps
setup_path,crit_path_max_incr_delay,560,ps
synth,ys_async_sr_fraction,0,%
worst_hold_path,hold_path_depth,4,
die,die-area,0.0122,mm^2
clock_tree,numCtsBuffers,17,
layout,syn2layout_area_growth,15.0,%
synth,topCellsByArea,"edfxtp_1 66%, and2_1 14%, mux4_2 12%",
synth,synth_seq_share,65.6,%
setup_path,cp.required,4560,ps
worst_hold_path,hp-class,"in -> reg",
sta,final_hold_viol_count,0,
setup_path,critPathArrivalTime,3330,ps
flow_run,warnings,25,
route,route.vias.total,3122,
synth,syn_area_per_cell,15.6,um^2
pwr,p_leak,2.34,nW
sta,tightest_slew,944,ps
place,dp_hpwl,8750,um
setup_path,end_kind,"output port",
route,wirelength,12900,um
setup_path,cp.depth,6,
synth,synthTopCellsByCount,"129 x and2_1, 128 x edfxtp_1, 32 x mux4_2",
clock_tree,hold_buffers,0,
place,port_buffers,26,
synth,synth_top_cell_by_area,"edfxtp_1",
synth,synth.distinct_cells,19,
die,core-area,0.0114,mm^2
synth,yosys_cells,375,
layout,drive_gt1_share,19.6,%
global_route,grt_pass1_wl,19600,um
pwr,p_per_area,328,mW/mm^2
clock_tree,htree_levels,4,
clock_tree,cts_buffer_depth,2,
setup_path,cp_max_fo,20,
place,dp.cells,527,
die,die_width,110,um
sta,grt_setup_unrepaired,"false",
sta,fmax,224,MHz
synth,ys_ff,128,
sta,fin_crit_sh,78.5,%
pwr,switching_share,20.8,%
setup_path,start_kind,"input port",
synth,top_cell,"and2_1",
clock_tree,cts_sinks,128,
setup_path,crit_type,"in -> out",
place,gp_congestion,0.903,
synth,synth_top_area_share,65.6,%
route,drc,0,
clock_tree,cts_root_buffer,"clkbuf_16",
global_route,grt_overflow,0,
synth,syn_area,0.00586,mm^2
layout,utilization,59.1,%
setup_path,critical-path-top-delay-family,"buffers and inverters",
route,wl_per_cell,23.1,um
global_route,grt_pass1_vias,3274,
global_route,grt_max_degree,33,
die,die_h,110,um
global_route,grt_use_total,25.9,%
pwr,power.internal,1.75,mW
sta,setup_tns,0,ps
pwr,max-vdd-ir-drop,0.000201,V
route,diodes,0,
clock_tree,cts_setup_buffers,0,
layout,largest-register,"regs",
layout,finalNonFillerCells,557,
synth,synth_chip_area,0.00586,mm^2
flow_run,drv_cap,0,
setup_path,critPathBufInv,3,
synth,edf_count,128,
route,dr.pass1.iters,5,
pwr,pwr-share-seq,50.1,%
sta,drv_slew,0,
sta,setup_viol,0,
power groups by stage:
stage | logic (mW) | clock network [mW] | registers (mW)
5_1_grt | 0.176 | 1.00 | 1.11
4_1_cts | 0.165 | 0.957 | 1.11
6_report | 0.161 | 0.944 | 1.11
cell families (layout without fill, tap and decap cells):
kind of cell | after synthesis | in the layout | share of synthesized area [%]
AOI/OAI and AO/OA | 16 | 16 | 2.05
buffers and inverters | 20 | 59 | 1.45
and+or+nand+nor | 179 | 179 | 18.6
muxes | 32 | 32 | 12.3
DFF | 128 | 128 | 65.6
area by class of cell:
type / instances / area [um^2]
fill: 858 / 4670
sequential: 128 / 3840
multi-input combinational: 227 / 1930
clock buffer: 21 / 440
timing repair buffer: 29 / 278
tap: 143 / 179
clock inverter: 9 / 70.1
per-layer routing:
layer	global-route usage [%]	up-vias	wire, um	share of wire, %
met1	42.2	1544	5320	41
met5	0	-	0	0
met2	38.2	109	6280	49
met4	5.45	0	343	2.7
met3	9.17	21	947	7.3
li1	-	1448	-	-
final timing paths:
| check | slack [ps] | endpoint | startpoint |
|---|---|---|---|
| setup / recovery | 1230 | output1_data[2] | select_output1[0] |
| hold / removal | 1850 | regs[10][6] | write_enable |
metrics by stage:
step           cell area [um^2]  hold slack, ps  total power, mW  setup WS (ps)
3_3_place_gp               6230            2250             1.29           1170
3_5_place_dp               6230            2240             1.29           1150
4_1_cts                    6740            1830             2.23           1150
2_1_floorplan              5860            1340             1.21           2280
6_report                   6740            1850             2.22           1230
5_1_grt                    6740            1860             2.29           1010
cells in the final DEF, fill, tap and decap left out, drive strengths merged:
cell / count
nor3: 4
clkbuf: 21
nand4b: 1
nor2: 13
nand2: 9
a22oi: 16
nand2b: 2
or4b: 1
bufinv: 1
clkinvlp: 1
mux4: 32
nor2b: 2
clkdlybuf4s50: 25
nand4bb: 2
edfxtp: 128
or2: 16
clkinv: 7
and2: 129
buf: 4
Power and IR drop assume default switching activity.
